--- /design/flow/design.v ---
`timescale 1ns / 1ps
`default_nettype none
`timescale 1ns / 1ps
`default_nettype none
module GRF(
    input wire clk,
    input wire reset,
    input wire [4:0] RA1,
    input wire [4:0] RA2,
    input wire RegWrite,
    input wire [4:0] WA,
    input wire [31:0] WD,
    output wire [31:0] RD1,
    output wire [31:0] RD2
    );
    integer i;
    reg [31:0] grf [31:0];
    assign RD1 = (RA1 == 5'b0) ? 32'b0 : 
                 (RegWrite && RA1 == WA) ? WD : grf[RA1];
    assign RD2 = (RA2 == 5'b0) ? 32'b0 :
                 (RegWrite && RA2 == WA) ? WD : grf[RA2];
    always @(posedge clk) begin
        if (reset) begin
            for(i=0;i<32;i=i+1) grf[i] <= 32'b0;
        end else begin
            if(RegWrite) begin
                grf[WA] <= WD;
            end else;
        end
    end
endmodule
--- /design/flow/run.sh ---
#!/bin/bash
# OpenROAD 26Q1-2900-gdf79404cd8, Yosys 0.63+post, stock flow scripts
make -C /OpenROAD-flow-scripts/flow DESIGN_CONFIG=/design/flow/config.mk WORK_HOME=/design/flow/orfs finish
--- /design/flow/config.mk ---
export PLATFORM = sky130hd
export DESIGN_NAME = GRF
export DESIGN_NICKNAME = GRF
export VERILOG_FILES = /design/flow/design.v
export SDC_FILE = /design/flow/constraint.sdc
export NUM_CORES = 4
export LEC_CHECK = 1
export CORE_UTILIZATION = 30
--- /design/flow/constraint.sdc ---
current_design GRF

set clk_period 9.2
set clk_io_pct 0.2

create_clock -name clk0 -period $clk_period [get_ports {clk}]

set non_clock_inputs [all_inputs -no_clocks]
set_input_delay [expr $clk_period * $clk_io_pct] -clock clk0 $non_clock_inputs
set_output_delay [expr $clk_period * $clk_io_pct] -clock clk0 [all_outputs]
==> impl_metrics.toml <==
# physical design summary
[status]
run_status = "complete, no violations"

[synthesis]
most_common_cell = "and2_1"
syn_inst = 3832
ys_top_cells_by_area = "edfxtp_1 56%, mux4_2 15%, and2_1 12%, mux2i_1 5.9%, clkbuf_1 1.9%"
synthArstFlopShare_pct = 0
synth_seq_share_pct = 55.64
synth.distinct_cells = 50
top_area_share_pct = 55.64
synth-edff-count = 1024
syn_area_um2 = 55260
ys_area_um2 = 55260
ff_type = "edfxtp_1"
top_area_cell = "edfxtp_1"
numSynthFlops = 1024
common_cells = "1027 x and2_1, 1024 x edfxtp_1, 377 x mux4_2, 326 x mux2i_1, 286 x clkbuf_1"
yosysWarnings = 1
ys_cells = 3832
synth.avg_cell_area_um2 = 14.42

[sta]
relSlewSlack_pct = 33.74
tns_ns = 0
setup_viol = 0
period_needed_ns = 7.373
hold_viol_final = 0
worst_slew_pin_slew_ns = 0.9938
period_used_pct = 80.14
maxSlewViolCount = 0
rsz0062_at_grt = "false"
fmax_mhz = 135.6

[pwr]
power_density_nw_per_um2 = 180.3
peakVddDrop_uv = 151.7
seqPwrFrac_pct = 48.8
p_leak_nw = 21.43
swShare_pct = 25.58
p_sw_w = 0.002888
p_int_w = 0.008401
pwr-share-clk_pct = 38.1
p_comb_share_pct = 13.1

[worst_setup_path]
worst-path-max-fanout = 21
slowest_delay_ns = 0.86
cp_common_cell = "clkdlybuf4s50_1"
cp-end-kind = "primary output"
startpoint_type = "input pin"
crit_required_ns = 7.36
arrival_ns = 5.53
cp_slowest_cell = "clkdlybuf4s50_1"
cp_cell_sequence = "clkdlybuf4s50_1 > or2_4 > or4_4 > nor2b_2 > buf_4 > a221o_1 > clkdlybuf4s50_1"
worstSetupPathType = "input pin to primary output"

[run]
cap_violations = 0
warnings = 26

[routing]
postRouteWirelength_um = 212300
dr.pass1.iters = 5
drt_iter0_drc = 2535
drc = 0
post_drt_wl_per_cell_um = 33.28
drtAntennaViolNets = 0
avgViaCountPerCell = 5.590
vias = 35660

[clock_network]
cts_sinks = 1024
cts-root-buf = "clkbuf_16"
clockBufferDepth = 3
cts_setup_buffers = 0
cts_resized = 0
cts_tree = "yes"
cts_buffers = 108
cts-hold-fix-buffers = 0
cts_max_level = 3
clkTransAtPathRegs_ns = 0.06

[global_routing]
grt_pass1_wl_um = 293900
grt_max_degree = 70
antenna_found_initial = 17
first_global_vias = 38120
overflow = 0
grt_usage_pct = 24.28

[finish]
reg_top3 = "grf: 1024 flops"
area_delta_synth_final_pct = 13.31
final_cell_area_um2 = 62620
layout.cells.non_filler = 6379
regMostFlops = "grf"
largest_reg_flops = 1024
drive_gt1_share_pct = 20.78

[die]
core_um2 = 183100
dieArea_um2 = 185900
num_io_pins = 114
die_y_um = 431.2
die_x_um = 431.2
initial_utilization_pct = 30.19
num_rows = 157

[placed_design]
place.port_buffers = 113
hpwl_um = 124800
gp_congestion = 0.9307
dpl_cell_area_um2 = 59210
place_inst = 6167

[hold_path]
hp-class = "input pin to flip-flop"
routing by layer:
layer | up-vias | part of all wire (%) | wire length [µm] | track usage (%)
li1 | 14730 | - | - | -
met1 | 17380 | 31 | 66560 | 25.17
met2 | 2915 | 43 | 92320 | 33.91
met3 | 608 | 19 | 40110 | 20.64
met4 | 30 | 6.0 | 12740 | 11.85
met5 | - | 0.26 | 555 | 3.565
critical path: cells and delay by family:
family | cells | cell delay, ns
simple gates | 3 | 1.49
buf+inv | 3 | 1.60
compound gates | 1 | 0.58
path summary, 6_finish.rpt:
kind                from                      end  slack [ns]  cells past startpoint
hold / removal     WD[0]  grf[9][0]$_SDFFCE_PN0P_        2.05                      3
setup / recovery  RA1[3]                  RD1[14]        1.83                      7
final cells by class:
class                           count  area, µm²
Tap cell                         2464       3083
Multi-Input combinational cell   2390      22880
Clock buffer                      139       2883
Timing Repair Buffer              287       2489
Inverter                            2      7.507
Fill cell                       17400     120500
Sequential cell                  1024      30750
Antenna cell                       17      42.54
Clock inverter                     56      484.2
layout by cell type, fill, tap and decap left out, types with 34 or more instances in the layout:
cell type,n
o221ai_1,38
mux2i_1,326
o21ai_0,59
a21oi_1,65
nand2_1,64
a22oi_1,111
clkdlybuf4s50_1,104
or2_2,34
o22ai_1,35
and2_1,1026
nor2_4,36
buf_4,174
clkbuf_16,111
mux4_2,377
edfxtp_1,1024
per-stage QoR:
step	total power [W]	worst slack [ns]	hold WS [ns]	util, %
floorplan	0.006378	3.987	2.038	-
global placement	0.007049	1.896	2.802	32.34
detailed placement	0.007059	1.858	2.801	32.34
CTS	0.01132	1.864	2.020	34.18
global route	0.01159	1.797	2.048	34.19
finish	0.01129	1.827	2.054	34.20
power groups by stage:
stage	Clock, W	Sequential (W)	Combinational [W]
CTS	0.00435	0.00550	0.00147
global route	0.00452	0.00554	0.00154
finish	0.00430	0.00550	0.00148
logic make-up (layout without fill, tap and decap cells):
logic type	count (synthesis)	in the layout	synth area share, %
XOR/XNOR	10	10	0.1585
flip-flops	1024	1024	55.64
AND/OR/NAND/NOR	1216	1216	13.27
buffers and inverters	418	484	3.541
multiplexers	709	709	21.39
AND-OR/OR-AND	455	455	5.993
other	0	17	0
Power figures rest on the tool's default switching activity, not on a simulated workload.
