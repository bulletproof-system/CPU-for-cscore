==> design/flow/config.mk <==
export PLATFORM = sky130hd
export DESIGN_NAME = Bridge
export DESIGN_NICKNAME = Bridge
export VERILOG_FILES = /design/flow/design.v
export SDC_FILE = /design/flow/constraint.sdc
export NUM_CORES = 4
export LEC_CHECK = 1
export CORE_AREA = 10 10 174 174
export DIE_AREA = 0 0 184 184
==> design/flow/constraint.sdc <==
current_design Bridge

set clk_period 9.3
set clk_io_pct 0.2

create_clock -name clk0 -period $clk_period

set non_clock_inputs [all_inputs -no_clocks]
set_input_delay [expr $clk_period * $clk_io_pct] -clock clk0 $non_clock_inputs
set_output_delay [expr $clk_period * $clk_io_pct] -clock clk0 [all_outputs]
==> design/flow/design.v <==
`timescale 1ns / 1ps
`default_nettype none
module Bridge(
	input wire [31:0] Addr,
	input wire [31:0] WriteData,
	input wire [4:0] ExcCodeIn,
	input wire [3:0] Op,
	input wire [31:0] m_data_rdata,
	input wire [31:0] Dout_T0,
	input wire [31:0] Dout_T1,
	input wire Req,
	output wire [31:0] ReadData,
	output wire [31:0] m_data_addr,
	output wire [31:0] m_data_wdata,
	output wire [3:0] m_data_byteen,
	output wire [31:2] Addr_T0,
	output wire WE_T0,
	output wire [31:0] Din_T0,
	output wire [31:2] Addr_T1,
	output wire WE_T1,
	output wire [31:0] Din_T1,
	output wire [31:0] m_int_addr,
	output wire [3:0] m_int_byteen,
	output wire [4:0] ExcCodeOut
);
	wire Load, Store;
	wire [2:0] device;
	wire [31:0] Dout_DM, Dout_Intrrupt;
	assign Load = (Op == 4'd1 || Op == 4'd4 || Op == 4'd5 || Op == 4'd2 || Op == 4'd3);
	assign Store = (Op == 4'd6 || Op == 4'd8 || Op == 4'd7);
	assign device = (32'h0000_0000 <= Addr && Addr <= 32'h0000_2fff) ? 3'd1 :
					(32'h0000_7f00 <= Addr && Addr <= 32'h0000_7f0b) ? 3'd2 : 
					(32'h0000_7f10 <= Addr && Addr <= 32'h0000_7f1b) ? 3'd3 :
					(32'h0000_7f20 <= Addr && Addr <= 32'h0000_7f23) ? 3'd4 : 
					3'd0;
	assign ExcCodeOut = (ExcCodeIn != 5'd0) ? ExcCodeIn : 
						(Op == 4'd1 && Addr[1:0] != 2'b00) ? 5'd4 : 
						((Op == 4'd4 || Op == 4'd5) && Addr[0] != 1'b0) ? 5'd4 : 
						((Op == 4'd4 || Op == 4'd5 || Op == 4'd2 || Op == 4'd3) && (device == 3'd2 || device == 3'd3)) ? 5'd4 :
						(Load && (device == 3'd0)) ? 5'd4 :
						(Op == 4'd6 && Addr[1:0] != 2'b00) ? 5'd5 :
						(Op == 4'd8 && Addr[0] != 1'b0) ? 5'd5 :
						((Op == 4'd8 || Op == 4'd7) && (device == 3'd2 || device == 3'd3)) ? 5'd5 :
						(Store && (device == 3'd2 || device == 3'd3 ) && Addr[3:2] == 2'b10) ? 5'd5 :
						(Store && (device == 3'd0)) ? 5'd5 : 5'd0;
	assign m_data_addr = Addr;
	assign m_data_wdata = (Op == 4'd6) ? WriteData :
                          (Op == 4'd8) ? (Addr[1]==1'b0 ? {16'b0, WriteData[15:0]} : {WriteData[15:0], 16'b0}) :
                          (Op == 4'd7) ? ((Addr[1:0] == 2'b00) ? {24'b0, WriteData[7:0]} :
                                            (Addr[1:0] == 2'b01) ? {16'b0, WriteData[7:0], 8'b0} :
                                            (Addr[1:0] == 2'b10) ? {8'b0, WriteData[7:0], 16'b0} : {WriteData[7:0], 24'b0}) : 32'd0;
	assign m_data_byteen = 	(Req) ? 4'b0000 :
							(device != 3'd1) ? 4'b0000 :
							(Op == 4'd6) ? 4'b1111 :
							(Op == 4'd8) ? (Addr[1] == 1'b0 ? 4'b0011 : 4'b1100) :
							(Op == 4'd7) ? ((Addr[1:0] == 2'b00) ? 4'b0001 :
											(Addr[1:0] == 2'b01) ? 4'b0010 :
											(Addr[1:0] == 2'b10) ? 4'b0100 : 4'b1000) : 
											4'b0000;				
	assign Addr_T0 = Addr[31:2];
	assign WE_T0 = (!Req && device == 3'd2 && Op == 4'd6) ? 1'b1 : 1'b0;
	assign Din_T0 = WriteData;
	assign Addr_T1 = Addr[31:2];
	assign WE_T1 = (!Req && device == 3'd3 && Op == 4'd6) ? 1'b1 : 1'b0;
	assign Din_T1 = WriteData;
	assign Dout_DM = (Op == 4'd1)  ? m_data_rdata : 
                  (Op == 4'd2)  ? ((Addr[1:0] == 2'b00) ? {{24{m_data_rdata[ 7]}}, m_data_rdata[7:0]} : 
                                     (Addr[1:0] == 2'b01) ? {{24{m_data_rdata[15]}}, m_data_rdata[15:8]} : 
                                     (Addr[1:0] == 2'b10) ? {{24{m_data_rdata[23]}}, m_data_rdata[23:16]} : {{24{m_data_rdata[31]}}, m_data_rdata[31:24]}) :
                  (Op == 4'd3) ? ((Addr[1:0] == 2'b00) ? {24'b0, m_data_rdata[7:0]} : 
                                     (Addr[1:0] == 2'b01) ? {24'b0, m_data_rdata[15:8]} : 
                                     (Addr[1:0] == 2'b10) ? {24'b0, m_data_rdata[23:16]} : {24'b0, m_data_rdata[31:24]}) :
                  (Op == 4'd4)  ? (Addr[1]==1'b0 ? {{16{m_data_rdata[15]}}, m_data_rdata[15:0]} : {{16{m_data_rdata[31]}}, m_data_rdata[31:16]}) : 
                  (Op == 4'd5) ? (Addr[1]==1'b0 ? {16'b0, m_data_rdata[15:0]} : {16'b0, m_data_rdata[31:16]}) : 32'b0;;
	assign m_int_addr = Addr;
	assign m_int_byteen = 	(Req) ? 4'b0000 :
							(device != 3'd4) ? 4'b0000 :
							(Op == 4'd6) ? 4'b1111 :
							(Op == 4'd8) ? (Addr[1] == 1'b0 ? 4'b0011 : 4'b1100) :
							(Op == 4'd7) ? ((Addr[1:0] == 2'b00) ? 4'b0001 :
											(Addr[1:0] == 2'b01) ? 4'b0010 :
											(Addr[1:0] == 2'b10) ? 4'b0100 : 4'b1000) : 
											4'b0000;
	assign Dout_Intrrupt = 32'd0;
	assign ReadData = (device == 3'd1) ? Dout_DM :
					  (device == 3'd2) ? Dout_T0 :
					  (device == 3'd3) ? Dout_T1 : 
					  (device == 3'd4) ? Dout_Intrrupt : 
					  32'd0;
endmodule
==> design/flow/run.sh <==
#!/bin/bash
# OpenROAD 26Q1-2900-gdf79404cd8, Yosys 0.63+post, stock flow scripts
make -C /OpenROAD-flow-scripts/flow DESIGN_CONFIG=/design/flow/config.mk WORK_HOME=/design/flow/orfs finish
==> Slide: Implementation Results <==
Implementation Results

Global route
  • Largest net degree at the start of global routing: 39
  • First-pass GRT wire length: 32700 um
  • Vias in the first global route: 4808
  • Grt ovf: 0
  • Initial antenna violation count: 3
  • Total track usage: 0.129

Die
  • Initial core utilization: 0.138
  • Rows: 59
  • Top-Level Pins: 437
  • Total core area: 26300 um^2
  • Die Width: 184 um
  • Die ar.: 33900 um^2
  • Die Y: 184 um

Min path
  • Worst Hold Launch: ExcCodeIn[3]
  • Hold Path Class: input pin to primary output
  • WHS Path Cells: 2
  • Worst hold endpoint: ExcCodeOut[3]

STA
  • Slew margin rel.: 0.453
  • RSZ-0062 raised after global routing: no
  • Worst-Margin Slew: 0.811 ns
  • Max Fclk: 0.149 GHz
  • TNS Setup: 0 ns
  • Final Hold Fails: 0
  • Post-layout period usage: 0.722
  • Endpoints failing setup: 0
  • Tmin final: 6.72 ns
  • Pins Over Slew Limit: 0

Synthesis
  • Yosys synthesis warning count: 0
  • Cell area leaders: buf_4 (40%), mux2i_1 (7.2%), mux2_2 (5.3%), a21oi_2 (4.8%), nand2_1 (4.5%)
  • Ys cells: 504
  • Syn Area/Cell: 7.18 um^2
  • Register share after synthesis: 0
  • Netlist Area Pre-Place: 3620 um^2
  • Synth unique cells: 56
  • Most frequent cells after synthesis: buf_4 (193), nand2_1 (43), mux2i_1 (26)
  • Yosys Chip Area: 3620 um^2
  • Count leader, synth: buf_4
  • Top cell area share: 0.401
  • Yosys top cell by area: buf_4
  • Mapped Cells: 504

Clocking
  • Post-CTS Hold Buffers: 0
  • Post-CTS Setup Inserts: 0
  • CTS resizes: 0

Pwr
  • Leak pwr: 0.00246 uW
  • Pwr dens: 34.2 nW/um^2
  • IR drop worst, VDD: 0.0205 mV

Route
  • DR WL/cell: 21.8 um
  • Residual DRC: 0
  • Vias post-DR: 4329
  • Starting DRT DRC Count: 139
  • Routed vias/inst: 4.02
  • Detailed Routing Iterations Pass 1: 5
  • WL final: 23400 um
  • Antenna Nets Post-Route: 0

Cells and area
  • Seq. cell area: 0 um^2
  • Seq_cells: 0
  • Multi-input gate area: 2060 um^2
  • Fill cell count: 2796
  • # clk buffers: 0
  • Ratio of cells with drive above 1 in the final layout: 0.0934
  • Fin cells: 1077
  • Syn-to-layout area delta: 93.1%
  • Finished Cell Area: 6980 um^2

Critical path
  • Req. time, crit path: 7.44 ns
  • Crit. End Element: primary output
  • Crit path max-delay cell type: mux4_2
  • CP max FO: 16
  • Worst path max stage delay: 0.54 ns
  • CP Class: input pin to primary output
  • CP Launch Type: input pin
  • Arrival time worst endpoint: 4.86 ns
  • Worst-path cell chain: clkdlybuf4s50_1 > buf_4 > mux4_2 > and3_1 > a21oi_1 > nor2_1 > nor2_4 > a21oi_1 > clkdlybuf4s50_1

Place
  • Cells after DPL: 1074
  • Placer Congestion: 0.785
  • # port buffers: 437
  • DP Wirelength: 20000 um
  • Placed inst area: 6980 um^2

Job
  • Log Warnings: 32
  • Max-Cap Viols: 0

Outcome
  • Status: complete, no violations
[through the flow]
step	setup slack, ns	hold slack [ns]	power, uW	utilization
floorplan	3.92	3.73	93.7	-
global placement	2.59	4.56	243	0.265
detailed placement	2.59	4.56	243	0.265
CTS	2.56	4.56	245	0.265
global route	2.36	4.59	258	0.265
finish	2.58	4.56	239	0.266
[area by class of cell]
class / instances / share of cell area
diodes: 3 / 0.00107
inverters: 7 / 0.00376
multi-input cells: 281 / 0.295
well taps: 335 / 0.0600
repair buffers: 451 / 0.641
[cell usage in the layout (no fill, tap or decap), drive strengths merged, types with 10 or more instances in the layout]
cell	netlist	routed
a21oi	42	42
a22o	16	16
a22oi	12	12
buf	198	15
clkdlybuf4s50	0	436
mux2	17	17
mux2i	26	26
nand2	44	44
nor2	25	25
nor2b	10	10
o22ai	13	13
[cell families (layout without fill, tap and decap cells)]
group | count (synthesis) | after routing | synth area share
buffers and inverters | 223 | 458 | 0.434
AND/OR/NAND/NOR | 118 | 118 | 0.178
multiplexers | 47 | 47 | 0.150
XOR/XNOR | 1 | 1 | 0.00242
AND-OR/OR-AND | 115 | 115 | 0.236
other | 0 | 3 | 0
[worst max-delay path by stage]
stage	startpoint	to	slack, ns	cells after the start
4_1_cts	Addr[0]	ReadData[31]	2.56	9
5_1_grt	Addr[0]	ReadData[31]	2.36	9
6_report	Addr[0]	ReadData[31]	2.58	9
[routing by layer]
metal  part of all wire  global-route usage  up-vias
met5                  0                   0        -
met1               0.38               0.145     1982
met4             0.0037             0.00557        0
met2               0.51               0.236      247
li1                   -                   -     2092
met3               0.10              0.0480        8
[worst max-delay path, delay by kind of cell]
| family | cells | cell delay, ns |
|---|---|---|
| muxes | 1 | 0.54 |
| buffers and inverters | 3 | 1.15 |
| and+or+nand+nor | 3 | 0.91 |
| AOI/OAI and AO/OA | 2 | 0.38 |
[power by group]
part	switching (uW)	leakage, uW	internal, uW
registers	0	0	0
logic	75.6	0.00246	163
clock network	0	0.0000000190	0.0000432
Power and IR drop assume default switching activity.
